$ cat design/flow/design.v
module free_blk_md #(
                      parameter ASSOC     = (1<< (3))     ,
                      parameter ASSOC_WID = 3 ,
                      parameter MESI_WID  = 2  ,
                      parameter INVALID   = 0
                     )(
                      input                               blk_hit_proc    ,
                      input      [ASSOC*MESI_WID - 1 : 0] cache_proc_mesi ,
                      output reg                          blk_free        ,
                      output reg [ASSOC_WID - 1 : 0]      free_blk_num
                     );
    integer i;
    wire [MESI_WID - 1 : 0] cache_mesi [ASSOC - 1 : 0];
    generate 
        for(genvar gi = 1; gi<=ASSOC; gi++) begin : divide
            assign cache_mesi[gi - 1] = cache_proc_mesi[gi*MESI_WID - 1 : (gi-1)*MESI_WID];
        end
    endgenerate
    always @* begin
        blk_free = 1'b0;
        free_blk_num = 0;
        if(blk_hit_proc == 1'b0) begin 
            for (i = 0; i < ASSOC; i++) begin 
                if(cache_mesi[i] == INVALID) begin 
                    blk_free     = 1'b1;
                    free_blk_num = i;
                end
            end
        end
    end
endmodule
$ cat design/flow/constraint.sdc
current_design free_blk_md

set clk_period 2.0
set clk_io_pct 0.2

create_clock -name clk0 -period $clk_period

set non_clock_inputs [all_inputs -no_clocks]
set_input_delay [expr $clk_period * $clk_io_pct] -clock clk0 $non_clock_inputs
set_output_delay [expr $clk_period * $clk_io_pct] -clock clk0 [all_outputs]
$ cat design/flow/run.sh
#!/bin/bash
# OpenROAD 26Q1-2900-gdf79404cd8, Yosys 0.63+post, stock flow scripts
make -C /OpenROAD-flow-scripts/flow DESIGN_CONFIG=/design/flow/config.mk WORK_HOME=/design/flow/orfs finish
$ cat design/flow/config.mk
export PLATFORM = sky130hd
export DESIGN_NAME = free_blk_md
export DESIGN_NICKNAME = free_blk_md
export VERILOG_FILES = /design/flow/design.v
export SDC_FILE = /design/flow/constraint.sdc
export NUM_CORES = 4
export LEC_CHECK = 1
export CORE_AREA = 10 10 70 70
export DIE_AREA = 0 0 80 80
==> flow_summary.json <==
{
  "min_path_type": "in -> out",
  "ys_seq_frac": 0,
  "grt_pass1_wl_um": 1152,
  "postRouteAntennaNets": 0,
  "min_from": "cache_proc_mesi[10]",
  "logic_area_um2": 118.9,
  "path_class": "in -> out",
  "synth_cells": 17,
  "p_total_w": 0.00006513,
  "initCoreUtil": 0.03114,
  "slew_headroom": 0.8942,
  "dieArea_mm2": 0.006400,
  "die_y_um": 80,
  "drt_iter0_markers": 5,
  "fmax_ghz": 0.5130,
  "grt_usage": 0.02217,
  "tool_warnings": 32,
  "antenna_found_initial": 0,
  "arrival_ns": 1.55,
  "first_pass_iters": 2,
  "grt_max_degree": 5,
  "worstMarginPinSlew_ns": 0.1586,
  "fp.dieW_um": 80,
  "maxCapViolCount": 0,
  "setup.worst_path.end_class": "output port",
  "vias": 216,
  "yosys.area_share.adder": 0,
  "num-fill-cells": 403,
  "viasPerCell": 2.541,
  "worstPathRequired_ns": 1.60,
  "seq_area_um2": 0,
  "crit_fanout": 2,
  "synth_dominant_cell_count": "nor2_1",
  "common_cells": "nor2_1 (6), o22ai_1 (3), a21oi_1 (2)",
  "slew_violations": 0,
  "pin_count": 21,
  "topCellsByArea": "nor2_1 (21%), o22ai_1 (18%), o22ai_2 (12%)",
  "p_per_area_mw_per_mm2": 170.7,
  "status": "complete, no violations",
  "coreArea_mm2": 0.003416,
  "ff_count": 0,
  "drc": 0,
  "port_buffers": 21,
  "syn_area_um2": 106.4,
  "leakage_nw": 0.1713,
  "hold_path_end": "free_blk_num[1]",
  "clock_buffers": 0,
  "grt_pass1_vias": 237,
  "synth.avg_cell_area_um2": 6.256,
  "aoi_share": 0.6706,
  "antennaDiodeCount": 0,
  "fin_crit_ns": 1.949,
  "fin_util": 0.1117,
  "drt-total-wl_um": 815,
  "gp_congestion": 0.8009,
  "simple_gate_share": 0.3294,
  "syn2layout_area_growth_pct": 258.8,
  "yosysTopAreaCell": "nor2_1",
  "wl_per_cell_um": 9.588,
  "grt_overflow": 0,
  "yosysTopAreaCellShare": 0.2118,
  "ys_top_logic_family": "AND-OR/OR-AND gates",
  "finalHoldViolCount": 0,
  "crit_path_start_kind": "input port",
  "holdPathStages": 5,
  "yosys_area_um2": 106.4,
  "setup_violations": 0,
  "vdd_drop_max_mv": 0.02048,
  "ys_types": 9,
  "mux_area_frac": 0,
  "finalCritPeriodShare": 0.9747,
  "xor_share": 0,
  "rsz0062_at_grt": "false",
  "yosysWarningCount": 1,
  "num_rows": 21,
  "ys_cells": 17,
  "drive_above_1_share": 0.1282,
  "hold_buffers": 0
}
area by class of cell:
cell class	instances	share of cell area
Timing Repair Buffer	22	0.5377
Tap cell	46	0.1508
Multi-Input combinational cell	17	0.3115
critical path: stages:
cell and delay, ns:
clkdlybuf4s50_1 0.43, o32a_1 0.37, o22ai_2 0.12, dlygate4sd2_1 0.23
metal layers:
| metal | GRT usage | up-vias | wire length (um) |
|---|---|---|---|
| met1 | 0.02637 | 87 | 381 |
| met5 | 0 | - | 0 |
| met4 | 0 | 0 | 0 |
| met2 | 0.03531 | 14 | 324 |
| met3 | 0.01364 | 0 | 109 |
| li1 | - | 115 | - |
metrics by stage:
stage               hold slack (ns)  TNS (ns)  instance area (um2)  instances  setup slack (ns)
floorplan                    0.8106         0                106.4         17            0.7280
global placement              1.861   -0.8347                381.6         85           -0.3059
detailed placement            1.844   -0.8412                381.6         85           -0.3036
CTS                           1.486         0                376.6         85          0.005679
global route                  1.493         0                381.6         85          0.006359
finish                        1.380         0                381.6         85           0.05063
kinds of logic after synthesis:
logic type / after synthesis
AOI/OAI and AO/OA: 9
and+or+nand+nor: 8
where the power goes:
group	internal (W)	leakage [nW]	switching, W	total, W
Sequential	0	0	0	0
Clock	0	0	0	0
Combinational	0.0000425	0.171	0.0000227	0.0000651
worst max path at each step:
stage         slack, ns          startpoint         endpoint
CTS               0.006  cache_proc_mesi[8]  free_blk_num[2]
global route      0.006  cache_proc_mesi[2]  free_blk_num[0]
finish             0.05  cache_proc_mesi[2]  free_blk_num[0]
repair_timing:
action,4_1_cts,5_1_grt
buffers inserted,0,0
setup endpoints to repair,4,2
gates resized,16,2
hold endpoints to repair,0,0
pin swaps,7,1
placed cells by master, fill, tap and decap left out:
| cell | instances |
|---|---|
| a21oi_1 | 2 |
| buf_4 | 1 |
| clkdlybuf4s50_1 | 5 |
| dlygate4sd2_1 | 14 |
| dlymetal6s2s_1 | 2 |
| nor2_1 | 6 |
| nor2b_1 | 1 |
| o22a_1 | 1 |
| o22ai_1 | 1 |
| o22ai_2 | 3 |
| o32a_1 | 1 |
| o32a_2 | 1 |
| or3_1 | 1 |
Power and IR drop assume default switching activity.
